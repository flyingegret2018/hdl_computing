===== /design/flow/config.mk =====
export PLATFORM = sky130hd
export DESIGN_NAME = DC_Pred_UV
export DESIGN_NICKNAME = DC_Pred_UV
export VERILOG_FILES = /design/flow/design.v
export SDC_FILE = /design/flow/constraint.sdc
export NUM_CORES = 4
export LEC_CHECK = 1
export CORE_AREA = 10 10 499 499
export DIE_AREA = 0 0 509 509

===== /design/flow/run.sh =====
#!/bin/bash
# OpenROAD 26Q1-2900-gdf79404cd8, Yosys 0.63+post, stock flow scripts
make -C /OpenROAD-flow-scripts/flow DESIGN_CONFIG=/design/flow/config.mk WORK_HOME=/design/flow/orfs finish

===== /design/flow/design.v =====
`timescale 1ns/100ps
module DC_Pred_UV#(
 parameter BIT_WIDTH    = 8
,parameter BLOCK_SIZE   = 8
,parameter BLOCK_NUM    = 10  
,parameter UV_SIZE      = 16
,parameter SHIFT        = 4
)(
 input                                                  clk
,input                                                  rst_n
,input                                                  start
,input      [BLOCK_NUM - 1 : 0]                         x
,input      [BLOCK_NUM - 1 : 0]                         y
,input      [BIT_WIDTH * BLOCK_SIZE - 1 : 0]            top_u
,input      [BIT_WIDTH * BLOCK_SIZE - 1 : 0]            top_v
,input      [BIT_WIDTH * BLOCK_SIZE - 1 : 0]            left_u
,input      [BIT_WIDTH * BLOCK_SIZE - 1 : 0]            left_v
,output     [BIT_WIDTH * BLOCK_SIZE * UV_SIZE - 1 : 0]  dst
,output reg                                             done
);
    parameter IDLE    = 6'h01;
    parameter BOTH    = 6'h02;
    parameter TOP     = 6'h04; 
    parameter LEFT    = 6'h08;
    parameter NONE    = 6'h10;
    parameter DONE    = 6'h20;
    reg  [5:0] cstate;
    reg  [5:0] nstate;
    wire[BIT_WIDTH - 1 : 0] top_u_i  [BLOCK_SIZE - 1 : 0];
    wire[BIT_WIDTH - 1 : 0] top_v_i  [BLOCK_SIZE - 1 : 0];
    wire[BIT_WIDTH - 1 : 0] left_u_i [BLOCK_SIZE - 1 : 0];
    wire[BIT_WIDTH - 1 : 0] left_v_i [BLOCK_SIZE - 1 : 0];
    reg [BIT_WIDTH + SHIFT : 0] temp1_u;
    reg [BIT_WIDTH + SHIFT : 0] temp1_v;
    reg [BIT_WIDTH - 1 : 0] temp2_u;
    reg [BIT_WIDTH - 1 : 0] temp2_v;
    reg [SHIFT - 1 : 0]count;
    genvar i;
    generate
    for(i = 0; i < BLOCK_SIZE; i = i + 1)begin
        assign top_u_i [i] = top_u [BIT_WIDTH * (i + 1) - 1 : BIT_WIDTH * i];
        assign top_v_i [i] = top_v [BIT_WIDTH * (i + 1) - 1 : BIT_WIDTH * i];
        assign left_u_i[i] = left_u[BIT_WIDTH * (i + 1) - 1 : BIT_WIDTH * i];
        assign left_v_i[i] = left_v[BIT_WIDTH * (i + 1) - 1 : BIT_WIDTH * i];
    end
    endgenerate
    always @ (posedge clk or negedge rst_n)begin
        if(~rst_n)
            cstate <= IDLE;
        else
            cstate <= nstate;
    end
    always @ * begin
        case(cstate)
            IDLE:
                if(start)
                    if(x != 'b0)
                        if(y != 'b0)
                            nstate = BOTH;
                        else
                            nstate = LEFT;
                    else
                        if(y != 'b0)
                            nstate = TOP;
                        else
                            nstate = NONE;
                else
                    nstate = IDLE;
            BOTH:
                if(count < BLOCK_SIZE - 1)
                    nstate = BOTH;
                else
                    nstate = DONE;
            TOP:
                if(count < BLOCK_SIZE - 1)
                    nstate = TOP;
                else
                    nstate = DONE;
            LEFT: 
                if(count < BLOCK_SIZE - 1)
                    nstate = LEFT;
                else
                    nstate = DONE;
            NONE:
                nstate = IDLE;
            DONE:
                nstate = IDLE;
            default:
                nstate = IDLE;
        endcase
    end
    always @ (posedge clk or negedge rst_n)begin
        if(~rst_n)begin
            count   <= 'b0;
            temp1_u <= 'b0;
            temp2_u <= 'b0;
            temp1_v <= 'b0;
            temp2_v <= 'b0;
            done    <= 'b0;
        end
        else begin
            case(cstate)
                IDLE:begin
                    count   <= 'b0;
                    temp1_u <= 'b0;
                    temp1_v <= 'b0;
                    done    <= 'b0;
                end
                BOTH:begin
                    count   <= count + 1'b1;
                    temp1_u <= top_u_i[count] + left_u_i[count] + temp1_u;
                    temp1_v <= top_v_i[count] + left_v_i[count] + temp1_v;
                end
                TOP:begin
                    count   <= count + 1'b1;
                    temp1_u <= (top_u_i[count] << 1) + temp1_u;
                    temp1_v <= (top_v_i[count] << 1) + temp1_v;
                end
                LEFT:begin
                    count   <= count + 1'b1;
                    temp1_u <= (left_u_i[count] << 1) + temp1_u;
                    temp1_v <= (left_v_i[count] << 1) + temp1_v;
                end
                NONE:begin
                    temp2_u <= 'h80;
                    temp2_v <= 'h80;
                    done    <= 'b1;
                end
                DONE:begin
                    temp2_u <= (temp1_u + BLOCK_SIZE) >> SHIFT;
                    temp2_v <= (temp1_v + BLOCK_SIZE) >> SHIFT;
                    done    <= 1'b1;
                end
            endcase
        end
    end
Fill_UV U_Fill (
 .value_u       (temp2_u    )
,.value_v       (temp2_v    )
,.dst           (dst        )
);
endmodule
`timescale 1ns/100ps
module Fill_UV#(
 parameter BIT_WIDTH    = 8
,parameter BLOCK_SIZE   = 8
,parameter UV_SIZE      = 16
)(
 input      [BIT_WIDTH - 1 : 0]                         value_u
,input      [BIT_WIDTH - 1 : 0]                         value_v
,output     [BIT_WIDTH * BLOCK_SIZE * UV_SIZE - 1 : 0]  dst
);
genvar i,j;
generate
for(j = 0; j < BLOCK_SIZE; j = j + 1)begin
    for(i = 0; i < BLOCK_SIZE; i = i + 1)begin
        assign dst[(j * UV_SIZE + i) * BIT_WIDTH + 7 : (j * UV_SIZE + i) * BIT_WIDTH] = value_u;
        assign dst[(j * UV_SIZE + i + 8) * BIT_WIDTH + 7 : (j * UV_SIZE + i + 8) * BIT_WIDTH] = value_v;
    end
end
endgenerate
endmodule

===== /design/flow/constraint.sdc =====
current_design DC_Pred_UV

set clk_period 12.5
set clk_io_pct 0.2

create_clock -name clk0 -period $clk_period [get_ports {clk}]

set non_clock_inputs [all_inputs -no_clocks]
set_input_delay [expr $clk_period * $clk_io_pct] -clock clk0 $non_clock_inputs
set_output_delay [expr $clk_period * $clk_io_pct] -clock clk0 [all_outputs]

==> results.ini <==
[yosys]
yosysTopAreaCell = buf_4
ys_async_sr_fraction = 1.00
area_leaders = buf_4 55%, dfrtp_1 9.1%, ha_1 3.7%
synth_stat.cells = 1732
synth-edff-count = 0
yosys_area_mm2 = 0.0137
synth-main-ff-cell = dfrtp_1
common_cells = 1012 x buf_4, 63 x nand2_1, 59 x inv_1
syn_area_per_cell_um2 = 7.91
top_cell_area_share = 0.555
netlist_area_mm2 = 0.0137
synth_warnings = 1
yosys.stat.seqShare = 0.0933
ys_seq_elements = 51
ys_types = 65
most_common_cell = buf_4
postSynthCellCount = 1732

[placed_design]
hpwl_um = 63700
gp_congestion = 0.859
portBuffers = 1303
dpl.cell_count = 5181

[worst_hold_path]
hold_class = register to register
holdPathEnd = temp1_u[0]
hp-start = temp1_u[0]
hold_depth = 2

[sta]
period_needed_ps = 6030
finalSetupViolations = 0
fin_tns_setup_ps = 0
tightestPinTransition_ps = 885
relSlewSlack = 0.410
period_used_share = 0.482
fmax_ghz = 0.166
drv_slew = 0
hold_violations = 0
rsz0062_at_grt = false
fin_skew_ps = 12.9

[drt]
viasPerCell = 2.27
drc_errors = 0
dr.pass1.iters = 6
routedWlPerCell_um = 13.8
drtAntennaViolNets = 0
vias = 11800
wl_um = 71900
drt_iter0_drc = 596

[cells_and_area]
drive_gt1_frac = 0.0529
syn2layout_area_growth_pct = 70.5
final_cells = 5191

[clocking]
cts_resized = 0
cts_setup_buffers = 0
clkSinkCount = 51
tritoncts = built
h-tree-depth = 2
cts_buffer_depth = 2
cts-root-buf = clkbuf_16
clkTransAtPathRegs_ps = 70
holdBufCountCts = 0
cts_buffers = 5
clkLatencyLatePin_ps = 310

[worst_setup_path]
reg2reg_slack_ps = 6720
cp_max_fo = 3
cp_slowest_cell = fa_1
max_stage_delay_ps = 450
path_class = input port to register
r2r_end = temp1_u[9]
path_cells = clkdlybuf4s50_1 > mux2_2 > a222oi_1 > o211ai_1 > o21ai_1 > fa_1 > inv_1 > ha_1 > inv_1 > fa_1 > nor2b_1 > o31a_1 > o21bai_1 > a31oi_1 > xnor2_1 > a211o_1
required_ps = 12700
reg2reg_from = count[2]
crit_arrival_ps = 6220
startpoint_type = input port
r2r.worst_path.cells = 19
endpoint_kind = register

[job]
max_cap_violations = 0
tool_warnings = 29

[die]
dieHeight_um = 509
core_region_area_mm2 = 0.238
initCoreUtil = 0.0576
die-area_mm2 = 0.259
io_pins = 1304
core.rowCount = 179
die_w_um = 509

[global_route]
grt_usage = 0.0494
grt_max_degree = 64
grt_pass1_vias = 12400
antenna_found_initial = 13
grt_pass1_wl_um = 93800
grt_remaining_overflow = 0

[pwr]
p_per_area_mw_per_mm2 = 291
power_mw = 6.80
ir_drop_v = 0.000176
p_leak_nw = 7.63

[run_status]
status = completed

-- layout make-up --
class                           count  area, um2
Sequential cell                    51       1310
Tap cell                         3167       3960
Fill cell                       27200     214000
Multi-Input combinational cell    563       4400
Inverter                           61        229
Antenna cell                        2       5.00
Clock inverter                      2       12.5
Timing Repair Buffer             1339      13300
Clock buffer                        6        129
-- state kept, by name, indices dropped and copies added, names as in the netlist --
signal and cells:
temp2_v 8, count 4, temp1_u 12, cstate 6, temp2_u 8, temp1_v 12
done 1
-- worst max path at each step --
stage / startpoint / endpoint / slack, ps / cells past startpoint
6_report: left_u[41] / temp1_u[9] / 6470 / 16
5_1_grt: left_u[41] / temp1_u[11] / 6210 / 16
4_1_cts: top_u[53] / temp1_u[11] / 6450 / 15
-- cell usage in the layout, fill, tap and decap left out, drive strengths merged, types with 20 or more instances in the layout --
cell | netlist | final
ha | 40 | 40
mux2 | 35 | 35
a222oi | 42 | 42
dfrtp | 50 | 50
xnor2 | 21 | 21
fa | 20 | 20
o21ai | 69 | 69
nand2 | 63 | 63
buf | 1036 | 37
inv | 59 | 59
a21oi | 33 | 33
nand4 | 20 | 20
nor2 | 26 | 26
clkdlybuf4s50 | 0 | 1302
-- metrics by stage --
step	hold WS, ps	utilization	instance area [um2]	worst slack, ps
final	493	0.0982	23400	6470
after global routing	531	0.0982	23400	6210
after CTS	489	0.0982	23400	6450
after detailed placement	472	0.0976	23200	6120
after global placement	472	0.0976	23200	6100
after floorplan	449	-	13700	7070
-- worst max-delay path, delay by kind of cell --
family	cells	cell delay (ps)
buffers and inverters	3	530
AND/OR/NAND/NOR	1	170
AND-OR/OR-AND	7	1620
multiplexers	1	260
XOR/XNOR	1	100
adder cells (fa/ha/maj)	3	1040
-- where the power goes --
| group | total (mW) | leakage (nW) | internal (mW) | switching, mW |
|---|---|---|---|---|
| clock | 0.141 | 0.0669 | 0.0742 | 0.0664 |
| sequential | 0.474 | 0.619 | 0.255 | 0.219 |
| combinational | 6.19 | 6.94 | 3.75 | 2.44 |
| total | 6.80 | 7.63 | 4.08 | 2.72 |
-- kinds of logic after synthesis --
group | share of synthesized area
buffers and inverters | 0.586
AND-OR/OR-AND | 0.131
AND/OR/NAND/NOR | 0.0596
adder cells (fa/ha/maj) | 0.0658
multiplexers | 0.0427
flip-flops | 0.0933
XOR/XNOR | 0.0217
-- layer usage --
layer | vias to the layer above | GRT usage | wire, um
met3 | 82 | 0.0143 | 7420
met5 | - | 0 | 12
li1 | 5373 | - | -
met4 | 2 | 0.0189 | 3230
met1 | 5434 | 0.0476 | 22800
met2 | 882 | 0.0971 | 38400
Power and IR drop assume default switching activity.
