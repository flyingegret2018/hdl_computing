===== flow/design.v =====
`timescale 1ns/100ps
module True_Motion_Pred_UV#(
 parameter BIT_WIDTH    = 8
,parameter BLOCK_SIZE   = 8
,parameter UV_SIZE      = 16
)(
 input      [BIT_WIDTH - 1 : 0]                         top_left_u
,input      [BIT_WIDTH - 1 : 0]                         top_left_v
,input      [BIT_WIDTH * BLOCK_SIZE - 1 : 0]            top_u
,input      [BIT_WIDTH * BLOCK_SIZE - 1 : 0]            top_v
,input      [BIT_WIDTH * BLOCK_SIZE - 1 : 0]            left_u
,input      [BIT_WIDTH * BLOCK_SIZE - 1 : 0]            left_v
,output     [BIT_WIDTH * BLOCK_SIZE * UV_SIZE-1 : 0]    dst
);
genvar i,j;
generate
for(j = 0; j < BLOCK_SIZE; j = j + 1)begin
    for(i = 0; i < BLOCK_SIZE; i = i + 1)begin
        wire signed [BIT_WIDTH + 1 : 0] temp_u;
        wire signed [BIT_WIDTH + 1 : 0] temp_v;
        assign temp_u = top_u[i * BIT_WIDTH + 7 : i * BIT_WIDTH] + 
            left_u[j * BIT_WIDTH + 7 : j * BIT_WIDTH] - top_left_u;
        assign temp_v = top_v[i * BIT_WIDTH + 7 : i * BIT_WIDTH] + 
            left_v[j * BIT_WIDTH + 7 : j * BIT_WIDTH] - top_left_v;
        assign dst[(j * UV_SIZE + i) * BIT_WIDTH + 7 : (j * UV_SIZE + i) * BIT_WIDTH] = 
            (temp_u > $signed('hff)) ? 'hff : (temp_u < $signed('h0)) ? 'h0 : temp_u;
        assign dst[(j * UV_SIZE + i + 8) * BIT_WIDTH + 7 : (j * UV_SIZE + i + 8) * BIT_WIDTH] = 
            (temp_v > $signed('hff)) ? 'hff : (temp_v < $signed('h0)) ? 'h0 : temp_v;
    end
end
endgenerate
endmodule

===== flow/run.sh =====
#!/bin/bash
# OpenROAD 26Q1-2900-gdf79404cd8, Yosys 0.63+post, stock flow scripts
make -C /OpenROAD-flow-scripts/flow DESIGN_CONFIG=/design/flow/config.mk WORK_HOME=/design/flow/orfs finish

===== flow/config.mk =====
export PLATFORM = sky130hd
export DESIGN_NAME = True_Motion_Pred_UV
export DESIGN_NICKNAME = True_Motion_Pred_UV
export VERILOG_FILES = /design/flow/design.v
export SDC_FILE = /design/flow/constraint.sdc
export NUM_CORES = 4
export LEC_CHECK = 1
export CORE_AREA = 10 10 740 740
export DIE_AREA = 0 0 750 750

===== flow/constraint.sdc =====
current_design True_Motion_Pred_UV

set clk_period 14.5
set clk_io_pct 0.2

create_clock -name clk0 -period $clk_period

set non_clock_inputs [all_inputs -no_clocks]
set_input_delay [expr $clk_period * $clk_io_pct] -clock clk0 $non_clock_inputs
set_output_delay [expr $clk_period * $clk_io_pct] -clock clk0 [all_outputs]

==> impl_metrics.ini <==
; flow metrics
[power]
power_leakage_nw = 47.1
p_int_mw = 4.60
p_per_area_nw_per_um2 = 96.5
p_total_mw = 9.94
worst_ir_drop_vdd_mv = 0.0661
p_switching_mw = 5.34
swShare_pct = 53.7

[logic_synthesis]
netlist_top_cells_area = fa_1, ha_1, inv_1
adder_share_pct = 42.3
aoi_share_pct = 25.7
yosysTopAreaCellShare_pct = 25.9
yosys-mux-area-fraction_pct = 0.0284
yosys.area.top_type = fa_1
syn_inst = 10402
ys_types = 69
ys_cells = 10402
yosysWarnings = 0
synth_seq_share_pct = 0
yosys_area_um2 = 79300
ys_sh_simple_pct = 14.5
syn_avg_cell_area_um2 = 7.62
synth_area_um2 = 79300
synth_xor_xnor_area_share_pct = 5.90
ys_top_logic_family = adder cells

[final_layout]
flops = 0
num-clock-buffers = 0
register_area_um2 = 0
drive_gt1_share_pct = 4.81
fillCellCount = 59208
areaGrowthSynthToFinish_pct = 29.9

[final_timing]
hold_viol = 0
final-setup-viol-count = 0
relSlewSlack_pct = 24.4
min_period_ns = 10.76
slew_viol_final = 0
period_used_pct = 74.2
rsz0062_at_grt = no
max_freq_ghz = 0.0930
tns_ns = 0
worstMarginPinSlew_ns = 1.13
holdWs_ns = 7.10

[global_route]
grt_usage_pct = 15.8
grt_overflow = 0
grt_pass1_vias = 76454
antenna_found_initial = 32
grt_pass1_wl_um = 612000
grt_max_degree = 38

[floorplan]
ios = 1296
fp_util_pct = 14.9
die_y_um = 750
row_count = 268
coreArea_um2 = 532000
die_x_um = 750
chip_area_um2 = 563000

[detailed_routing]
via_per_inst = 4.28
firstDrtPassIters = 7
postRouteAntennaNets = 0
routedWlPerCell_um = 23.9
first_iter_violations = 6209
dr_total_vias = 81123
drc = 0
routed_wl_um = 453000

[place]
dp_hpwl_um = 379000
io_buffers = 1296
gp_congestion = 0.991

[hold_path]
hp-class = primary input to output pin

[worst_setup_path]
cp.required_ns = 11.60
crit_type = primary input to output pin
critPathArrivalTime_ns = 7.86
startpoint_type = primary input
worstPathMaxFanout = 9
end_kind = output pin

[clocking]
cts_setup_buffers = 0
holdBufCountCts = 0
post_cts_resized = 0

[run_status]
status = finished, final reports clean

[run]
max_cap_violations = 0
openroad.warnings = 32
[worst max-delay path, stage by stage]
cell	delay [ns]
clkdlybuf4s50_1	0.45
buf_4	0.38
ha_1	0.70
inv_1	0.56
fa_1	0.59
nand3_1	0.12
a21o_1	0.12
nand2_1	0.05
a21oi_1	0.17
xor2_1	0.85
a21oi_1	0.36
clkdlybuf4s50_1	0.57
[logic make-up after synthesis]
logic type	after synthesis
AOI/OAI and AO/OA	3096
xor gates and xnor gates	530
adders and majority gates	2065
buffers and inverters	2430
muxes	2
and+or+nand+nor	2279
[power by group through the flow]
stage	clock (mW)	combinational (mW)	sequential [mW]
5_1_grt	0.000000134	10.9	0
4_1_cts	0	9.92	0
[final cells by class]
| type | instances | area (µm²) | share of cell area, % |
|---|---|---|---|
| multi-input cells | 7972 | 70200 | 68.1 |
| repair buffers | 1575 | 15100 | 14.7 |
| inverters | 2367 | 8880 | 8.63 |
| well taps | 7020 | 8780 | 8.53 |
| diodes | 29 | 72.6 | 0.0705 |
[metal layers]
metal	global-route usage, %	vias to the layer above	part of all wire, %
met4	9.98	20	8.5
met1	18.1	38138	37
met2	25.1	3923	44
met3	5.68	765	10
met5	0.219	-	0.059
li1	-	38277	-
[synthesized netlist by cell type (all sizes together), types with 7 or more instances]
master,n
or2,165
o21a,372
nor3b,117
a21boi,79
nand3,88
nor2b,224
fa,1024
or4,7
o211ai,57
and3,35
nor4,98
a31oi,45
a211o,22
o31ai,26
o21ai,680
clkbuf,63
xor2,198
ha,1040
nand4,13
and2,62
a21o,211
or3,82
nor3,175
o22ai,204
inv,2367
a221o,55
a2bb2oi,76
xnor2,332
a22oi,77
a21oi,751
a211oi,146
nand2b,75
a311o,28
nand2,267
and4,54
a31o,53
o221ai,26
a221oi,79
o31a,30
o21bai,45
nor2,813
[layout by cell type, fill, tap and decap left out, types with 55 or more instances in the layout]
cell	n
nor2b_1	224
clkdlybuf4s50_1	1274
a22oi_1	77
o211ai_1	57
a211oi_1	108
a21oi_1	751
or2_2	165
buf_4	276
a2bb2oi_1	76
o22ai_1	204
nor2_1	813
a21boi_0	76
nand2b_1	75
nand2_1	267
o21ai_0	678
a21o_1	211
xor2_1	197
xnor2_1	328
o21a_1	372
a221o_1	55
or3_1	82
and2_1	61
inv_1	2366
ha_1	1040
nor4_1	98
a221oi_1	79
nand3_1	88
nor3_1	175
nor3b_1	117
fa_1	1024
[through the flow]
| stage | util [%] | worst slack, ns | instances | area (µm²) |
|---|---|---|---|---|
| 3_5_place_dp | 19.4 | 3.80 | 18934 | 103000 |
| 4_1_cts | 19.4 | 3.79 | 18934 | 103000 |
| 6_report | 19.4 | 3.74 | 18963 | 103000 |
| 5_1_grt | 19.4 | 3.59 | 18948 | 103000 |
| 2_1_floorplan | - | 5.97 | 10402 | 79300 |
| 3_3_place_gp | 19.4 | 3.73 | 18934 | 103000 |
[final timing paths]
check | from | endpoint | slack, ns | depth (start not counted)
max | top_left_u[0] | dst[190] | 3.74 | 12
min | top_u[48] | dst[176] | 7.10 | 6
